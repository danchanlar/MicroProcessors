==> /design/flow/design.v <==
module MCPU_Registerfile(op1, op2, op3, RegOp1, alu1, alu2, datatoload, regsetwb, regsetcmd);
parameter WORD_SIZE=8;  
parameter OPERAND_SIZE=4;  
parameter REGS_NUMBER_WIDTH=4;  
parameter REGISTERS_NUMBER=1<<REGS_NUMBER_WIDTH;  
input [OPERAND_SIZE-1:0] op1,op2,op3;  
input [WORD_SIZE-1:0] datatoload;  
input [1:0] regsetcmd;  
input regsetwb;  
parameter  [1:0]  NORMAL_EX  = 0;  
parameter  [1:0]  MOV_INTERNAL   = 1;  
parameter  [1:0]  LOAD_FROM_DATA   = 2;  
parameter  [1:0]  DO_NOTHING   = 3;  
output [WORD_SIZE-1:0] RegOp1;
output [WORD_SIZE-1:0] alu1;  
output [WORD_SIZE-1:0] alu2;  
reg [WORD_SIZE-1:0] R[REGISTERS_NUMBER-1:0];
assign RegOp1=R[op1[REGS_NUMBER_WIDTH-1:0]];
assign alu1=R[op2[REGS_NUMBER_WIDTH-1:0]];
assign alu2=R[op3[REGS_NUMBER_WIDTH-1:0]];
always @(posedge regsetwb)
begin
  #1    
  case(regsetcmd)
  NORMAL_EX,LOAD_FROM_DATA:
  begin
    R[op1[REGS_NUMBER_WIDTH-1:0]]<=datatoload;  
  end
  MOV_INTERNAL:
  begin
    R[op1[REGS_NUMBER_WIDTH-1:0]]<=R[op2[REGS_NUMBER_WIDTH-1:0]];
  end
  default:
  begin
  end
  endcase
end
endmodule
==> /design/flow/run.sh <==
#!/bin/bash
# OpenROAD 26Q1-2900-gdf79404cd8, Yosys 0.63+post, stock flow scripts
make -C /OpenROAD-flow-scripts/flow DESIGN_CONFIG=/design/flow/config.mk WORK_HOME=/design/flow/orfs finish
==> /design/flow/config.mk <==
export PLATFORM = sky130hd
export DESIGN_NAME = MCPU_Registerfile
export DESIGN_NICKNAME = MCPU_Registerfile
export VERILOG_FILES = /design/flow/design.v
export SDC_FILE = /design/flow/constraint.sdc
export NUM_CORES = 4
export LEC_CHECK = 1
export CORE_UTILIZATION = 40
==> /design/flow/constraint.sdc <==
current_design MCPU_Registerfile

set clk_period 4.3
set clk_io_pct 0.2

create_clock -name clk0 -period $clk_period [get_ports {regsetwb}]

set non_clock_inputs [all_inputs -no_clocks]
set_input_delay [expr $clk_period * $clk_io_pct] -clock clk0 $non_clock_inputs
set_output_delay [expr $clk_period * $clk_io_pct] -clock clk0 [all_outputs]
==> results.sh <==
# implementation run metrics
export IMPL_status="complete, no violations"
export IMPL_finalCriticalPeriod_ns=3.91
export IMPL_path_max_fanout=23
export IMPL_fillers=1421
export IMPL_top_cell="edfxtp_1"
export IMPL_worstPathRequired_ns=3.44
export IMPL_avgSynthCellArea_um2=20.2
export IMPL_ys_warn_count=1
export IMPL_antennaDiodeCount=0
export IMPL_htreeDepth=4
export IMPL_cpMostUsedCell="clkdlybuf4s50_1"
export IMPL_setup_ws_ns=0.390
export IMPL_syn_area_um2=7190
export IMPL_slew_viol_final=0
export IMPL_synth_cell_type_count=25
export IMPL_yosysTopAreaCell="edfxtp_1"
export IMPL_crit_family="buffers and inverters"
export IMPL_rows=48
export IMPL_core_area_um2=17400
export IMPL_p_per_area_nw_per_um2=376
export IMPL_cts_resized=0
export IMPL_tns_ns=0
export IMPL_worstSkewPairLatency_ns=0.41
export IMPL_root_buffer="clkbuf_16"
export IMPL_drt_pass1_iterations=4
export IMPL_post_cts_setup_buffer_count=0
export IMPL_path_cells="clkdlybuf4s50_1 > buf_12 > buf_4 > mux4_2 > nor2b_1 > a211oi_1 > nor2_1 > clkdlybuf4s50_1"
export IMPL_via_per_inst=6.20
export IMPL_cp_start_kind="input pin"
export IMPL_critPathBufInv=4
export IMPL_critPathCaptureType="output pin"
export IMPL_syn_inst=356
export IMPL_slew_headroom_pct=45.2
export IMPL_synth_area_top_cells="edfxtp_1 53%, mux4_2 30%, mux4_1 5.8%"
export IMPL_yosysSeqAreaShare_pct=53.5
export IMPL_fmax_ghz=0.256
export IMPL_finalWirelength_mm=18.9
export IMPL_overflow=0
export IMPL_port_buffers=46
export IMPL_post_place_ws_ns=0.407
export IMPL_clockBufferDepth=2
export IMPL_async_flop_share_pct=0
export IMPL_area_growth_pct=20.6
export IMPL_die_area_um2=18500
export IMPL_cts_sinks=128
export IMPL_fp_util_pct=41.3
export IMPL_ir_worst_vdd_v=0.000249
export IMPL_wl_per_cell_um=28.2
export IMPL_critPathKind="in2out"
export IMPL_fin_skew_ns=0.00563
export IMPL_finalHoldViolCount=0
export IMPL_rsz0062_at_grt="false"
export IMPL_slowest_delay_ns=0.50
export IMPL_p_leak_nw=2.86
export IMPL_die_h_um=136
export IMPL_yosys_area_um2=7190
export IMPL_drtAntennaViolNets=0
export IMPL_place_congestion=0.856
export IMPL_synth_flops=128
export IMPL_grt_pass1_vias=4626
export IMPL_setup_viol=0
export IMPL_ff_latch_area_um2=3840
export IMPL_track_usage_pct=24.0
export IMPL_ys_cells=356
export IMPL_vias=4152
export IMPL_openroad_warnings=25
export IMPL_fin_crit_sh_pct=90.9
export IMPL_grt_antenna_before_repair=0
export IMPL_layout_drive_gt1_share_pct=39.3
export IMPL_crit_slowest_cell="clkdlybuf4s50_1"
export IMPL_cap_violations=0
export IMPL_numCtsBuffers=17
export IMPL_synth_edff_count=128
export IMPL_first_iter_violations=236
export IMPL_grt_pass1_wl_mm=28.2
export IMPL_drc=0
export IMPL_cts_tree="done"
export IMPL_worstMarginPinSlew_ns=0.819
export IMPL_grt_max_degree=37
export IMPL_ys_flop_type="edfxtp_1"
export IMPL_largest_reg_flops=128
export IMPL_top_area_share_pct=53.5
export IMPL_ios=47
export IMPL_holdBufCountCts=0
export IMPL_common_cells="128 x edfxtp_1, 95 x mux4_2, 20 x nor2_1"
export IMPL_final_util_pct=49.8
export IMPL_clk_pin_slew_ns=0.06
export IMPL_hpwl_mm=12.2
export IMPL_die_w_um=136
export IMPL_worst_hold_path_type="reg2reg"
export IMPL_logic_area_um2=3070
export IMPL_cp_arrival_ns=3.05
[cell usage in the layout (no fill, tap or decap), types with 8 or more instances in the layout]
| cell type | n |
|---|---|
| and2_1 | 8 |
| buf_12 | 8 |
| buf_4 | 37 |
| clkbuf_16 | 17 |
| clkdlybuf4s50_1 | 42 |
| edfxtp_1 | 128 |
| mux2i_1 | 8 |
| mux4_1 | 16 |
| mux4_2 | 95 |
| nand2_1 | 11 |
| nor2_1 | 20 |
| nor2b_1 | 8 |
| o31ai_1 | 8 |
[worst reg2reg max path: cells and delay by family (launching register included)]
kind,cells,cell delay (ns)
compound gates,2,0.52
buf+inv,1,0.20
flops,1,0.43
simple gates,1,0.14
mux,1,0.50
[where the power goes]
group          internal (mW)  switching (mW)
clock                  0.909           0.516
combinational          0.228           0.181
sequential              1.42          0.0141
[cell families (layout without fill, tap and decap cells)]
kind of cell	Yosys count	after routing	share of synthesized area [%]
AOI/OAI and AO/OA	17	17	1.88
and+or+nand+nor	57	57	3.81
buffers and inverters	34	123	3.76
DFF	128	128	53.5
muxes	120	120	37.1
[metal layers]
metal | GRT usage (%) | wire length (um) | part of all wire (%) | vias up
met5 | 0 | 0 | 0 | -
met4 | 5.00 | 340 | 1.8 | 0
met3 | 16.6 | 2820 | 15 | 18
met2 | 36.0 | 9460 | 50 | 266
met1 | 30.0 | 6290 | 33 | 2130
li1 | - | - | - | 1738
[cell type report]
| cell class | instances | share of cell area [%] |
|---|---|---|
| flip-flops and latches | 128 | 44.3 |
| multi-input cells | 194 | 35.5 |
| repair buffers | 91 | 10.1 |
| clock buffers | 18 | 4.95 |
| well taps | 225 | 3.25 |
| clock inverters | 14 | 1.89 |
[metrics by stage]
stage               power, mW  cells  cell area, um^2  hold slack, ns
floorplan                1.70    356             7190            1.29
global placement         1.87    638             8080            1.17
detailed placement       1.87    638             8080            1.19
CTS                      3.29    670             8670            1.20
global route             3.38    670             8670            1.28
finish                   3.26    670             8670            1.20
[worst paths after layout]
kind	start	endpoint	slack [ns]	cells past startpoint
max	op2[2]	alu1[1]	0.39	8
min	R[5][7]	R[14][7]	1.20	4
max reg2reg	R[6][3]	R[3][3]	2.24	5
min reg2reg	R[5][7]	R[14][7]	1.20	4
Power and IR drop assume default switching activity.
