### design/flow/run.sh
#!/bin/bash
# OpenROAD 26Q1-2900-gdf79404cd8, Yosys 0.63+post, stock flow scripts
make -C /OpenROAD-flow-scripts/flow DESIGN_CONFIG=/design/flow/config.mk WORK_HOME=/design/flow/orfs finish
### design/flow/design.v
module MCPU_Alu(cmd,in1,in2,out,CF);
parameter CMD_SIZE=3;
parameter WORD_SIZE=16;
parameter  [CMD_SIZE-1:0]  CMD_AND  = 0;  
parameter  [CMD_SIZE-1:0]  CMD_OR   = 1;  
parameter  [CMD_SIZE-1:0]  CMD_XOR   = 2;  
parameter  [CMD_SIZE-1:0]  CMD_ADD   = 3;  
parameter  [CMD_SIZE-1:0]  CMD_LSL  = 4;  
parameter  [CMD_SIZE-1:0]  CMD_LSR  = 5;  
input [CMD_SIZE-1:0] cmd;
input [WORD_SIZE-1:0] in1;
input [WORD_SIZE-1:0] in2;
output[WORD_SIZE-1:0] out;
output CF;
wire [CMD_SIZE-1:0] cmd;
wire [WORD_SIZE-1:0] in1;
wire [WORD_SIZE-1:0] in2;
reg  [WORD_SIZE-1:0] out;
reg  CF;
always @ (cmd, in1, in2)
  #2
case(cmd)
  CMD_AND : begin
               out = in1&in2; 
      end
  CMD_OR : begin
              out = in1|in2;
            end
  CMD_XOR : begin
              out = in1^in2;
            end
  CMD_LSL : begin
              out = in1<<in2;
            end
  CMD_LSR : begin
              out = in1>>in2;
            end
  default : begin
              {CF,out} = in1+in2;
            end
 endcase
endmodule
### design/flow/config.mk
export PLATFORM = sky130hd
export DESIGN_NAME = MCPU_Alu
export DESIGN_NICKNAME = MCPU_Alu
export VERILOG_FILES = /design/flow/design.v
export SDC_FILE = /design/flow/constraint.sdc
export NUM_CORES = 4
export LEC_CHECK = 1
export CORE_UTILIZATION = 40
### design/flow/constraint.sdc
current_design MCPU_Alu

set clk_period 7.3
set clk_io_pct 0.2

create_clock -name clk0 -period $clk_period

set non_clock_inputs [all_inputs -no_clocks]
set_input_delay [expr $clk_period * $clk_io_pct] -clock clk0 $non_clock_inputs
set_output_delay [expr $clk_period * $clk_io_pct] -clock clk0 [all_outputs]
==> results.sh <==
# flow metrics
export IMPL_edf_count=0
export IMPL_overflow=0
export IMPL_wl_per_cell_um=18.57
export IMPL_worst_slew_pin_slew_ps=566.0
export IMPL_worstSetupStartpointType="input port"
export IMPL_synth_cells=415
export IMPL_numSynthFlops=1
export IMPL_timing_setup_tns_ps=0
export IMPL_unclocked_regs=1
export IMPL_ys_top_logic_family="AND-OR/OR-AND gates"
export IMPL_slew_violations=0
export IMPL_rsz0062_at_grt="false"
export IMPL_hp_class="input port to primary output"
export IMPL_drv_cap=0
export IMPL_crit_required_ps=5840
export IMPL_numPortBuffers=52
export IMPL_grt_first_pass_wirelength_mm=15.99
export IMPL_min_from="cmd[2]"
export IMPL_synth_area_um2=3113
export IMPL_syn2layout_area_growth_pct=17.28
export IMPL_coreArea_um2=7370
export IMPL_drt_first_pass_iters=4
export IMPL_die_area_um2=8140
export IMPL_outcome="complete, no violations"
export IMPL_io_pins=52
export IMPL_final_cell_mix="52 x clkdlybuf4s50_1, 42 x a21oi_1, 38 x inv_1"
export IMPL_period_used_pct=86.48
export IMPL_ir_drop_uv=26.46
export IMPL_hpwl_mm=7.885
export IMPL_path_max_fanout=17
export IMPL_via_count=3246
export IMPL_highest_layer="met4"
export IMPL_fill_cells=747
export IMPL_fin_crit_ps=6313
export IMPL_drt_iter0_drc=213
export IMPL_dieHeight_um=90.22
export IMPL_cp_end_kind="primary output"
export IMPL_post_cts_buffers=0
export IMPL_grt_antenna_before_repair=0
export IMPL_drt_total_wl_mm=10.10
export IMPL_fin_util_pct=49.54
export IMPL_adder_share_pct=13.50
export IMPL_yosysChipArea_um2=3113
export IMPL_diodes=0
export IMPL_ys_sh_aoi_pct=31.43
export IMPL_min_to="out[4]"
export IMPL_die_w_um=90.22
export IMPL_synth_distinct_cells=63
export IMPL_warnings=48
export IMPL_timing_fmax_mhz=158.4
export IMPL_crit_type="input port to primary output"
export IMPL_dr_wl_met2_mm=4.668
export IMPL_gp_congestion=0.9482
export IMPL_grt_start_max_net_pins=40
export IMPL_largest_reg_flops=1
export IMPL_yosys_area_top_type="mux4_2"
export IMPL_finalInstanceArea_um2=3651
export IMPL_top_cell_area_share_pct=15.19
export IMPL_dp_slack_ps=1063
export IMPL_untimed_endpoints=2
export IMPL_setup_viol=0
export IMPL_layout_top_cell="clkdlybuf4s50_1"
export IMPL_worstPathArrival_ps=4850
export IMPL_ys_sh_simple_pct=18.01
export IMPL_ctsHoldBuffers=0
export IMPL_mux_area_share_pct=22.75
export IMPL_power_mw=0.2475
export IMPL_wl_met3_um=645
export IMPL_via_per_inst=5.967
export IMPL_drt_met1_wl_mm=4.758
export IMPL_ys_warn_count=1
export IMPL_ant_nets=0
export IMPL_p_per_area_nw_per_um2=67.80
export IMPL_drive_gt1_share_pct=10.79
export IMPL_postCtsResizedCells=0
export IMPL_drc=0
export IMPL_whs_path_depth=5
export IMPL_maxSlewHeadroom_pct=62.15
export IMPL_flop_cell="dlxtn_1"
export IMPL_placementRows=31
export IMPL_worst_slack_ps=986.7
export IMPL_xor_area_share_pct=3.658
export IMPL_fp_util_pct=42.24
export IMPL_placed_cell_area_um2=3651
export IMPL_grt_pass1_vias=3011
export IMPL_finalHoldViolations=0
export IMPL_yosysCellCount=415
export IMPL_top_cells_by_area="mux4_2 15%, ha_1 13%, a21oi_1 6.8%"
export IMPL_grt_use_total_pct=25.05
export IMPL_synth_avg_cell_area_um2=7.501
export IMPL_postSynth_asyncResetShare_pct=0
export IMPL_p_leak_nw=1.472
-- layer usage --
layer | vias up | GRT usage [%]
li1 | 1624 | -
met1 | 1509 | 39.40
met2 | 110 | 39.69
met3 | 3 | 2.320
met4 | 0 | 1.075
met5 | - | 0
-- power by group --
part	switching [mW]	total [mW]	internal [mW]	leakage, nW
registers	0.000100	0.000890	0.000790	0.00802
logic	0.124	0.247	0.122	1.46
clock network	0	0	0	0
-- stage by stage --
step	cells	hold WS, ps
5_1_grt	544	4191
3_3_place_gp	544	4135
3_5_place_dp	544	4121
6_report	544	4147
2_1_floorplan	415	3038
4_1_cts	544	4138
-- Yosys cell counts (4+ instances only) --
| master | count |
|---|---|
| nand3_1 | 5 |
| nor3_1 | 9 |
| buf_6 | 5 |
| nor2b_1 | 4 |
| o31ai_1 | 6 |
| o21ai_0 | 18 |
| mux2i_1 | 10 |
| mux4_2 | 21 |
| a221o_1 | 4 |
| mux2_2 | 9 |
| o21ai_1 | 5 |
| a21oi_1 | 42 |
| xor2_1 | 4 |
| inv_1 | 38 |
| xnor2_1 | 9 |
| clkbuf_1 | 15 |
| o211ai_1 | 11 |
| o22a_1 | 7 |
| ha_1 | 32 |
| nand2b_1 | 5 |
| a211oi_1 | 6 |
| nand2_1 | 28 |
| or3_1 | 6 |
| o22ai_1 | 10 |
| a22oi_1 | 9 |
| nor2_1 | 36 |
| buf_2 | 4 |
-- worst max-delay path, cell delays in order --
cell             delay (ps)
clkdlybuf4s50_1         830
clkinv_1                390
ha_1                    440
o21a_1                  210
o31a_1                  130
o221a_2                 280
o21ai_0                 350
xor2_1                  110
a22oi_1                 160
clkdlybuf4s50_1         480
-- cell families after synthesis --
family / count (synthesis)
AOI/OAI and AO/OA: 147
and+or+nand+nor: 108
buffers and inverters: 70
muxes: 43
adders and majority gates: 33
xor gates and xnor gates: 13
latches: 1
-- layout make-up --
class | count | area [µm²] | area share, %
Tap cell | 99 | 123.9 | 3.393
Timing Repair Buffer | 60 | 580.6 | 15.90
Sequential cell | 1 | 15.01 | 0.4112
Multi-Input combinational cell | 344 | 2781 | 76.18
Inverter | 40 | 150.1 | 4.112
-- worst max-delay path by stage --
stage     endpoint  cells past startpoint    from  slack [ps]
4_1_cts    out[14]                     10  in2[3]        1050
5_1_grt    out[12]                     10  in2[3]         770
6_report   out[14]                     10  in2[3]         990
Power and IR drop assume default switching activity.
